--- /design/flow/config.mk ---
export PLATFORM = sky130hd
export DESIGN_NAME = final_display
export DESIGN_NICKNAME = final_display
export VERILOG_FILES = /design/flow/design.v
export SDC_FILE = /design/flow/constraint.sdc
export NUM_CORES = 4
export LEC_CHECK = 1
export CORE_AREA = 10 10 78 78
export DIE_AREA = 0 0 88 88
--- /design/flow/constraint.sdc ---
current_design final_display

set clk_period 1.9
set clk_io_pct 0.2

create_clock -name clk0 -period $clk_period [get_ports {fast_clk}]

set non_clock_inputs [all_inputs -no_clocks]
set_input_delay [expr $clk_period * $clk_io_pct] -clock clk0 $non_clock_inputs
set_output_delay [expr $clk_period * $clk_io_pct] -clock clk0 [all_outputs]
--- /design/flow/design.v ---
`timescale 1ns / 1ps
module final_display(
	fast_clk, blink_clk, sel, adj, left_light, middleleft_light, middleright_light, right_light,
	cathode_vec, anode_vec
    );
	input fast_clk;
   	input blink_clk;
	input sel;
	input adj;
	input [6:0] left_light;
	input [6:0] middleleft_light;
	input [6:0] middleright_light;
	input [6:0] right_light;
	output [6:0] cathode_vec;
	output [3:0] anode_vec;
	reg [1:0] switch_segment = 2'b00;
	reg [6:0] cathode_vec_temp;
	reg [3:0] anode_vec_temp;
	always @ (posedge fast_clk) begin
		if (switch_segment == 0) begin
			switch_segment <= switch_segment + 2'b1;
			anode_vec_temp <= 4'b0111;
			if (adj && !sel) begin
				if (blink_clk) begin
					cathode_vec_temp <= left_light;
				end
				else begin
					cathode_vec_temp <= 7'b1111111;
				end
			end
			else begin
				cathode_vec_temp <= left_light;
			end
		end
		else if (switch_segment == 1) begin
			switch_segment <= switch_segment + 2'b1;
			anode_vec_temp <= 4'b1011;
			if (adj && !sel) begin
				if (blink_clk) begin
					cathode_vec_temp <= middleleft_light;
				end
				else begin
					cathode_vec_temp <= 7'b1111111;
				end
			end
			else begin
				cathode_vec_temp <= middleleft_light;
			end
		end 
		else if (switch_segment == 2) begin
			switch_segment <= switch_segment + 2'b1;
			anode_vec_temp <= 4'b1101;
			if (adj && sel) begin
				if (blink_clk) begin
					cathode_vec_temp <= middleright_light;
				end
				else begin
					cathode_vec_temp <= 7'b1111111;
				end
			end
			else begin
				cathode_vec_temp <= middleright_light;
			end
		end 
		else if (switch_segment == 3) begin
			switch_segment <= 2'b0;
			anode_vec_temp <= 4'b1110;
			if (adj && sel) begin
				if (blink_clk) begin
					cathode_vec_temp <= right_light;
				end
				else begin
					cathode_vec_temp <= 7'b1111111;
				end
			end
			else begin
				cathode_vec_temp <= right_light;
			end
		end
	end
	assign cathode_vec = cathode_vec_temp;
	assign anode_vec = anode_vec_temp;
endmodule
--- /design/flow/run.sh ---
#!/bin/bash
# OpenROAD 26Q1-2900-gdf79404cd8, Yosys 0.63+post, stock flow scripts
make -C /OpenROAD-flow-scripts/flow DESIGN_CONFIG=/design/flow/config.mk WORK_HOME=/design/flow/orfs finish
==> ci_impl_report.md <==
### Metrics collected by this job

| Metric | Value |
|---|---|
| Run status | `complete, no violations` |
| Skew final | `0.00179 ns` |
| Maximum fanout along the worst path | `5` |
| Cells after Synth | `63` |
| Yosys Chip Area | `738 sq um` |
| Core box area | `4410 sq um` |
| WL per Instance | `13.6 um` |
| I/O pins | `43` |
| Clock Tree Buf Depth | `2` |
| Final Setup Violations | `0` |
| Clock transition at path regs | `0.05 ns` |
| Top cells, area | `edfxtp_1 37%, dfxtp_1 11%, ha_1 10%, mux2i_1 9.5%, a22oi_1 6.1%` |
| Core Util at FP | `0.167` |
| # DRC | `0` |
| F_max | `589 MHz` |
| Vias | `669` |
| Crit path DAT | `1.67 ns` |
| Synth warn | `1` |
| Ys flops | `13` |
| Worst slew pin tran | `0.426 ns` |
| H-tree Lvls | `1` |
| Dominant cell by count in the synthesized netlist | `edfxtp_1` |
| CTS tree | `built` |
| DP Cell Count | `156` |
| Die height | `88 um` |
| Syn Area/Cell | `11.7 sq um` |
| Post-Syn Area | `738 sq um` |
| CP endpoint | `cathode_vec_temp[4]` |
| Number of global-route vias before repair | `745` |
| Final ANT Viol Nets | `0` |
| Hold path startpoint | `anode_vec_temp[3]` |
| Post-synthesis async set-or-reset flop share | `0` |
| Tmin final | `1.70 ns` |
| Logic area | `352 sq um` |
| Max-cap viol count | `0` |
| Netlist cell types | `20` |
| Crit path DRT | `1.87 ns` |
| Share of post-route cells with drive strength above 1 | `0.0833` |
| Crit. End Element | `flip-flop` |
| Slew Viols, Final | `0` |
| Drt total wl | `2180 um` |
| Leak | `0.439 nW` |
| Ys cells | `63` |
| Fillers | `433` |
| Dominant flop cell | `edfxtp_1` |
| Area Overhead vs Synth | `71.7%` |
| Internal reg-to-reg setup slack | `0.20 ns` |
| Total track usage | `0.0573` |
| Die W | `88 um` |
| DP Area | `1220 sq um` |
| Critical Path Source | `switch_segment[1]` |
| Top cells by count | `9 x edfxtp_1, 7 x inv_1, 7 x mux2i_1` |
| CP Class | `reg -> reg` |
| Worst r2r dst | `cathode_vec_temp[4]` |
| Iteration-0 DRC Markers | `34` |
| Post-route cell area | `1270 sq um` |
| Cell Pwr Density | `499 nW/um^2` |
| Cell taking the most area after synthesis | `edfxtp_1` |
| Reg2reg start | `switch_segment[1]` |
| Root buf cell | `clkbuf_8` |
| Slew Limit Headroom | `0.716` |
| Largest net degree at the start of global routing | `10` |
| Type of the worst min-delay path | `reg -> reg` |
| Dominant cell area share | `0.366` |
| First-pass GRT wire length | `3550 um` |
| Antenna violations before repair | `0` |
| Number of enable flip-flop cells | `9` |
| Clk latency late pin | `0.24 ns` |
| RSZ-0062 raised after global routing | `no` |
| Startpoint Class | `flip-flop` |
| Total gr overflow | `0` |
| GPL Wtd Cong | `0.823` |
| Worst vdd ir | `259 uV` |
| Hpwl dp | `1930 um` |
| First-pass iteration count of the detailed router | `4` |
| Chip area | `7740 sq um` |
| Vias per inst | `4.18` |
| Setup TNS Final | `0 ns` |
| Ant diodes | `0` |
| Final hold violation count | `0` |
| Tcrit/Tclk final | `0.893` |
| Synth Seq Share | `0.475` |
| Worst reg2reg path depth | `5` |
| Num rows | `24` |
| Final Instance Count excl. Fillers | `160` |
| Num Clock Sinks | `13` |
| Register Area | `350 sq um` |
| Tool warnings | `30` |
| I/O Buffers | `42` |
| TritonCTS buffer count | `3` |
[through the flow]
stage | setup slack (ns) | hold slack (ns) | total power (W) | utilization
after global placement | 0.185 | 0.441 | 0.000401 | 0.276
after CTS | 0.0712 | 0.452 | 0.000639 | 0.287
final | 0.203 | 0.447 | 0.000633 | 0.287
after detailed placement | 0.0904 | 0.444 | 0.000401 | 0.276
after floorplan | 0.304 | 0.414 | 0.000331 | -
after global routing | 0.0809 | 0.482 | 0.000661 | 0.287
[layout by cell type (no fill, tap or decap), types with 2 or more instances in the layout]
master           netlist  final
dfxtp_1                4      4
clkdlybuf4s50_1        0     42
nor2_1                 2      2
a22oi_1                6      6
inv_1                  7      7
ha_1                   6      5
clkbuf_8               0      3
edfxtp_1               9      9
nand2b_1               2      2
o21ai_0                2      2
a21oi_1                3      3
o22ai_1                6      6
mux2i_1                7      7
[worst max-delay path, cell delays in order (launching register included)]
cell      delay [ns]
edfxtp_1        0.44
inv_1           0.13
ha_1            0.31
or3b_1          0.39
o21ai_2         0.07
a22oi_2         0.08
[sequential cells by signal, indices dropped and copies added, names as in the netlist]
register / cells
anode_vec_temp: 4
cathode_vec_temp: 7
switch_segment: 2
[logic make-up after synthesis]
logic type,after synthesis,synth area share
AND/OR/NAND/NOR,7,0.0559
flip-flops,13,0.475
AND-OR/OR-AND,21,0.220
buffers and inverters,9,0.0525
multiplexers,7,0.0949
adder cells (fa/ha/maj),6,0.102
[where the power goes]
group / switching, W / total, W / internal (W)
Sequential: 0 / 0.000302 / 0.000302
Clock: 0.0000935 / 0.000238 / 0.000144
Combinational: 0.0000235 / 0.0000925 / 0.0000690
Total: 0.000117 / 0.000633 / 0.000516
[per-layer routing]
| layer | up-vias | GRT usage | share of wire | wire length, um |
|---|---|---|---|---|
| li1 | 331 | - | - | - |
| met1 | 284 | 0.0798 | 0.50 | 1080 |
| met2 | 50 | 0.0655 | 0.29 | 627 |
| met3 | 4 | 0.0449 | 0.19 | 413 |
| met4 | 0 | 0.0145 | 0.025 | 55 |
| met5 | - | 0 | 0 | 0 |
[how the worst min path moves through the flow]
stage / end / slack (ns) / depth (start not counted)
finish: anode_vec_temp[3] / 0.45 / 2
global route: anode_vec_temp[3] / 0.48 / 2
CTS: anode_vec_temp[3] / 0.45 / 2
[repair_timing]
action / CTS / global route
hold buffers: 0 / 0
setup endpoints to repair: 0 / 15
buffers inserted: 0 / 0
resized: 0 / 1
[final cells by class]
type                    instances  share of cell area
clock buffers                   3              0.0326
clock inverters                 1             0.00395
inverters                       7              0.0207
multi-input cells              41               0.277
flip-flops and latches         13               0.276
well taps                      52              0.0513
repair buffers                 43               0.338
Power and IR drop assume default switching activity.
