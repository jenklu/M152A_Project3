`design/flow/run.sh`:
```
#!/bin/bash
# OpenROAD 26Q1-2900-gdf79404cd8, Yosys 0.63+post, stock flow scripts
make -C /OpenROAD-flow-scripts/flow DESIGN_CONFIG=/design/flow/config.mk WORK_HOME=/design/flow/orfs finish
```
`design/flow/config.mk`:
```
export PLATFORM = sky130hd
export DESIGN_NAME = separate_digits
export DESIGN_NICKNAME = separate_digits
export VERILOG_FILES = /design/flow/design.v
export SDC_FILE = /design/flow/constraint.sdc
export NUM_CORES = 4
export LEC_CHECK = 1
export CORE_AREA = 10 10 70 70
export DIE_AREA = 0 0 80 80
```
`design/flow/constraint.sdc`:
```
current_design separate_digits

set clk_period 2.6
set clk_io_pct 0.2

create_clock -name clk0 -period $clk_period

set non_clock_inputs [all_inputs -no_clocks]
set_input_delay [expr $clk_period * $clk_io_pct] -clock clk0 $non_clock_inputs
set_output_delay [expr $clk_period * $clk_io_pct] -clock clk0 [all_outputs]
```
`design/flow/design.v`:
```
`timescale 1ns / 1ps
module separate_digits(
	minutes, seconds,
	min_10s, min_1s, sec_10s, sec_1s
    );
	input [5:0] minutes;
	input [5:0] seconds;
	output [3:0] min_10s;
	output [3:0] min_1s;
	output [3:0] sec_10s;
	output [3:0] sec_1s;
	assign min_10s = minutes/10;
	assign sec_10s = seconds/10;
	assign min_1s = minutes - (10 * min_10s);
	assign sec_1s = seconds - (10 * sec_10s);
endmodule
```
==> changes_impl.md <==
## Flow update

* Status: finished, violations left
* Failing checks: setup timing
* Startpoint class of the critical path: input pin
* Final period util at 141%
* Vias at 687
* Iteration-0 DRC Markers at 72
* Yosys-reported design area after synthesis at 515 sq um
* Area Growth Syn to Fin at 137%
* Reg area at 0 sq um
* Fmax at 272 MHz
* Log Warnings at 37
* Top-count cell post-synth: inv_1
* Final instance area at 1220 sq um
* Vias per cell at 3.93
* Largest net degree at the start of global routing at 10
* Final Wtd Congestion at 0.820
* Max cap viols at 0
* Max-slew violation count at 0
* Top cells by count: inv_1, ha_1, a21oi_1, buf_4, nor2b_1
* Floorplan utilization at 15.1%
* Leak at 0.558 nW
* Final Hold Vio Count at 0
* Synth warn at 0
* Top cell area share at 14.6%
* Seq share, synth at 0%
* Hold Path Class: in2out
* Area after DPL at 1090 sq um
* CP max FO at 2
* Final Critical Period at 3.67 ns
* Slowest CP cell: fa_2
* Initial antenna violation count at 0
* Wire per inst at 9.75 um
* GR Layer Usage met3 at 1.82%
* Chip Height at 80 um
* N_diodes at 0
* Hold Path Stages at 0
* Worst VDD drop at 0.105 mV
* Final Power at 0.000272 W
* Netlist Area Pre-Place at 515 sq um
* Mapped Cells at 72
* Core ar. at 3420 sq um
* Final setup vio count at 8
* CP dominant cell by count: ha_4
* RSZ-0062 raised after global routing: true
* Number of clock-tree buffers in the layout at 0
* Layout cell share with drive strength beyond 1 at 65.1%
* Critical path's largest stage delay at 0.34 ns
* Cell Type Count at 33
* I/O pin cnt at 28
* Pwr per Cell Area at 222 nW/um^2
* HPWL Detailed at 1300 um
* GRT Residual Overflow at 0
* Leading area contributor after synthesis: ha_1
* I/O Buffers at 22
* WP data arrival at 3.15 ns
* DRC viols at 0
* CP required at 2.08 ns
* Grt peak-use layer: met2
* Vias in the first global route at 725
* Top cells by area: ha_1, inv_1, fa_1
* Die area at 6400 sq um
* WS Path Type: in2out
* Die width at 80 um
* Drt total wl at 1710 um
* Tot GR Track Use at 5.33%
* M2 GR Usage at 8.03%
* Cts hold-fix bufs at 0
* Row Count at 21
* Met1 usage at 7.58%
* First-pass GRT wire length at 3030 um
* Setup crit end kind: output port
* Cells in synth_stat.txt at 72
* CP Cell Sequence: buf_6 -> or2_4 -> ha_4 -> nand3b_1 -> a22o_1 -> inv_2 -> ha_4 -> nor2b_4 -> o22a_1 -> o22ai_2 -> ha_4 -> inv_2 -> fa_2 -> xnor2_2 -> xnor2_1 -> buf_2
* Worst setup margin at -1.07 ns
* Seq_cells at 0
* Mean area per synthesized cell at 7.16 sq um
* Antenna viol nets, final at 0
* Pre-antenna DRT Iters at 4
-- area by class of cell --
class                           count  area [sq um]
Fill cell                         345          2190
Multi-Input combinational cell     57           622
Timing Repair Buffer               61           499
Tap cell                           46          57.6
Inverter                           11          43.8
-- timing repair --
item                       4_1_cts  5_1_grt
resized                         69        7
buffers inserted                 8        4
setup endpoints to repair       10        9
hold endpoints to repair         0        0
pin swaps                       16       12
-- cells in the final DEF, fill, tap and decap left out, types with 3 or more instances in the layout --
cell type	netlist	layout
a21oi_2	1	3
buf_2	1	7
buf_4	4	36
buf_6	0	8
clkdlybuf4s50_1	0	5
dlygate4sd2_1	0	3
ha_4	0	6
inv_1	11	4
inv_2	0	6
nand2_1	3	3
nand3b_1	3	3
-- worst paths after layout --
check | from | end | slack [ns]
setup / recovery | seconds[4] | sec_1s[3] | -1.07
hold / removal | minutes[0] | min_1s[0] | 1.04
-- routing by layer --
metal  wire length, um  vias up
met2               645       23
li1                  -      359
met1               885      305
met3               176        0
met4                 0        0
met5                 0        -
-- critical path, delay by kind of cell --
kind	cells	cell delay, ns
compound gates	3	0.63
xor+xnor	2	0.26
fa+ha+maj	4	0.90
buf+inv	4	0.31
simple gates	3	0.52
-- cells by family (layout without fill, tap and decap cells) --
family | Yosys count | after routing | synth area share (%)
buf+inv | 16 | 72 | 14.8
fa+ha+maj | 8 | 8 | 22.3
compound gates | 18 | 18 | 24.0
xor+xnor | 4 | 4 | 6.80
other cells | 1 | 2 | 0.727
simple gates | 23 | 23 | 27.2
mux | 2 | 2 | 4.13
-- power breakdown --
group / internal (W) / switching (W) / leakage, nW / total, W
sequential: 0 / 0 / 0 / 0
combinational: 0.000172 / 0.0000998 / 0.558 / 0.000272
clock: 0 / 0 / 0 / 0
-- stage by stage --
step,hold slack (ns),std cells,worst slack (ns),utilization [%],setup TNS (ns)
after CTS,1.04,171,-1.12,33.8,-4.59
after floorplan,1.11,73,-0.764,-,-2.50
after global placement,1.04,165,-1.73,31.9,-11.23
after global routing,1.04,175,-1.18,35.8,-5.26
after detailed placement,1.04,165,-1.78,31.9,-11.31
final,1.04,175,-1.07,35.8,-4.54
No activity file was given, so power comes from the tool's default toggle rates.
