## flow/run.sh

```bash
#!/bin/bash
# OpenROAD 26Q1-2900-gdf79404cd8, Yosys 0.63+post, stock flow scripts
make -C /OpenROAD-flow-scripts/flow DESIGN_CONFIG=/design/flow/config.mk WORK_HOME=/design/flow/orfs finish
```

## flow/config.mk

```make
export PLATFORM = sky130hd
export DESIGN_NAME = top
export DESIGN_NICKNAME = top
export VERILOG_FILES = /design/flow/design.v
export SDC_FILE = /design/flow/constraint.sdc
export NUM_CORES = 4
export LEC_CHECK = 1
export CORE_UTILIZATION = 40
```

## flow/constraint.sdc

```tcl
current_design top

set clk_period 3.3
set clk_io_pct 0.2

create_clock -name clk0 -period $clk_period [get_ports {clk}]

set non_clock_inputs [all_inputs -no_clocks]
set_input_delay [expr $clk_period * $clk_io_pct] -clock clk0 $non_clock_inputs
set_output_delay [expr $clk_period * $clk_io_pct] -clock clk0 [all_outputs]
```

## flow/design.v

```verilog
`timescale 1ns / 1ps
module clock_divider(
    sys_clk, rst,
    onehz_clk, twohz_clk, fast_clk, blink_clk
    );
input sys_clk;
input rst;
output wire onehz_clk;
reg onehz_clk_temp;
output wire twohz_clk;
reg twohz_clk_temp;
output wire fast_clk;
reg fast_clk_temp;
output wire blink_clk;
reg blink_clk_temp;
reg [31:0] onehz_count;
reg [31:0] twohz_count;
reg [31:0] fasthz_count;
reg [31:0] blinkhz_count;
    always @ (posedge sys_clk or posedge rst) begin
        if (rst == 1'b1) begin
            onehz_count <= 32'b0;
            onehz_clk_temp <= 1'b0;
        end
        else if (onehz_count == 32'd50000000 - 32'b1) begin
            onehz_count <= 32'b0;
            onehz_clk_temp <= ~onehz_clk;
        end
        else begin
            onehz_count <= onehz_count + 32'b1;
            onehz_clk_temp <= onehz_clk;
        end
    end
    always @ (posedge sys_clk or posedge rst) begin
        if (rst == 1'b1) begin
            twohz_count <= 32'b0;
            twohz_clk_temp <= 1'b0;
        end
        else if (twohz_count == 32'd25000000 - 32'b1) begin
            twohz_count <= 32'b0;
            twohz_clk_temp <= ~twohz_clk;
        end
        else begin
            twohz_count <= twohz_count + 32'b1;
            twohz_clk_temp <= twohz_clk;
        end
    end
    always @ (posedge sys_clk or posedge rst) begin
        if (rst == 1'b1) begin
            fasthz_count <= 32'b0;
            fast_clk_temp <= 1'b0;
        end
        else if (fasthz_count == 32'd500000 - 32'b1) begin
            fasthz_count <= 32'b0;
            fast_clk_temp <= ~fast_clk;
        end
        else begin
            fasthz_count <= fasthz_count + 32'b1;
            fast_clk_temp <= fast_clk;
        end
    end
    always @ (posedge sys_clk or posedge rst) begin
        if (rst == 1'b1) begin
            blinkhz_count <= 32'b0;
            blink_clk_temp <= 1'b0;
        end
        else if (blinkhz_count == 32'd12500000 - 32'b1) begin
            blinkhz_count <= 32'b0;
            blink_clk_temp <= ~blink_clk;
        end
        else begin
            blinkhz_count <= blinkhz_count + 32'b1;
            blink_clk_temp <= blink_clk;
        end
    end
	 assign onehz_clk = onehz_clk_temp;
	 assign twohz_clk = twohz_clk_temp;
	 assign fast_clk = fast_clk_temp;
	 assign blink_clk = blink_clk_temp;
endmodule
`timescale 1ns / 1ps
module counter(
clk, pause, rst,
next, reach60
    );
input clk;
input pause;
input rst;
output reg [5:0] next;
output reg reach60;
always @ (posedge clk) begin
    if (rst) begin
        next = 6'd0;
        reach60 = 0;
    end
    if (pause) begin
        next = next;
        reach60 = 0;
    end
    else begin
        if(next == 6'd59) begin
            next = 6'd0;
            reach60 = 1;
        end
        else begin
            reach60 = 0;
            next = next + 1;
        end
    end
end
endmodule
`timescale 1ns / 1ps
module debouncer_metastability(
    clk, button,
    bounce_state
    );
	 input clk;
	 input button;
    output bounce_state;
	 reg bounce_state_temp;
	 reg [7:0] debounce;
    reg [7:0] debounced;
    always @ (posedge clk) begin
        debounced <= {debounced[6:0], button};
        if (debounced == 8'b00000000) begin
            bounce_state_temp <= 1'b0;
        end
        else if (debounced == 8'b11111111) begin
            bounce_state_temp <= 1'b1;
        end
        else begin
            bounce_state_temp <= bounce_state;
        end
    end
	 assign bounce_state = bounce_state_temp;
endmodule
`timescale 1ns / 1ps
module display(
min, sec, fast_clk, blink_clk, sel, adj,
anode_vec, cathode_vec
    );
input [5:0] min;
input [5:0] sec;
input fast_clk;
input blink_clk;
input sel;
input adj;
output [3:0] anode_vec;
output reg[6:0] cathode_vec;
wire [3:0] digits;
assign digits[3] = min/10;
assign digits[1] = min/10;
assign digits[2] = min - (10*digits[3]);
assign digits[0] = sec - (10*digits[1]);
reg [1:0] switch_signal;
reg[3:0] curr_dig;
reg [3:0] anode_vec_temp;
always @ (posedge fast_clk) begin
    if(switch_signal == 2'b11) begin
        switch_signal = 2'b00;
    end
    else begin
        switch_signal = switch_signal + 1;
    end
    case(switch_signal)
        0: begin
            curr_dig = digits[0];
            anode_vec_temp = 4'b0001;
        end
        1: begin
            curr_dig = digits[1];
            anode_vec_temp = 4'b0010;
        end
        2:  begin
            curr_dig = digits[2];
            anode_vec_temp = 4'b0100;
        end
        3: begin
            curr_dig = digits[3];
            anode_vec_temp = 4'b1000;
        end
    endcase
    case(curr_dig)
        0: cathode_vec = 7'b0000001;  
        1: cathode_vec = 7'b1001111;
        2: cathode_vec = 7'b0010010;  
        3: cathode_vec = 7'b0000110;  
        4: cathode_vec = 7'b1001100;  
        5: cathode_vec = 7'b0100100;  
        6: cathode_vec = 7'b0100000;  
        7: cathode_vec = 7'b0001111;  
        8: cathode_vec = 7'b0000000;  
        9: cathode_vec = 7'b0001100;  
        default: cathode_vec = 7'b1001000;
    endcase
end
reg [1:0] highlow;
reg [3:0] mask;
always @ (posedge blink_clk) begin
    highlow = ~highlow;
    if(adj && sel) begin
        mask[3:0] = {1, 1, highlow};
    end
    else if (adj && !sel) begin
        mask = {highlow, 1, 1};
    end
    else begin
        mask = 4'b1111;
    end
end
assign anode_vec = ~(anode_vec_temp & mask);
endmodule
`timescale 1ns / 1ps
module sel_adj(
sel, adj, clk, onehz_clk, twohz_clk, pause, rst,
new_minutes, new_seconds
    );
input sel;
input adj;
input clk;
input onehz_clk;
input twohz_clk;
input pause;
input rst;
output [5:0] new_minutes;
output [5:0] new_seconds;
wire ignore;
wire reach_60;
reg min_clk;
reg sec_clk;
counter min_counter(.clk(min_clk), .pause(pause), .rst(rst), .next(new_minutes), .reach60(ignore));
counter sec_counter(.clk(sec_clk), .pause(pause), .rst(rst), .next(new_seconds), .reach60(reach_60));
always @ (posedge clk) begin
    if (!adj) begin
        min_clk = reach_60;
		  sec_clk = onehz_clk;
    end 
    else if (sel == 1) begin
		  sec_clk = twohz_clk;
		  min_clk = 0;
    end
    else begin
		  min_clk = twohz_clk;
		  sec_clk = 0;
    end
end    
endmodule
`timescale 1ns / 1ps
module top(
sel, adj, rst, pause, clk,
anode_vec, cathode_vec
    );
input sel;
input adj;
input rst;
input pause;
input clk;
output [3:0] anode_vec;
output [6:0] cathode_vec;
wire sel_db;
wire adj_db;
wire rst_db;
wire pause_db;
wire onehz_clk;
wire twohz_clk;
wire fast_clk;
wire blink_clk;
clock_divider clk_div(.sys_clk(clk), .rst(rst_db), .onehz_clk(onehz_clk), .twohz_clk(twohz_clk), .fast_clk(fast_clk), .blink_clk(blink_clk));
debouncer_metastability sel_db_func(.clk(clk), .button(sel), .bounce_state(sel_db));
debouncer_metastability adj_db_func(.clk(clk), .button(adj), .bounce_state(adj_db));
debouncer_metastability rst_db_func(.clk(clk), .button(rst), .bounce_state(rst_db));
debouncer_metastability pause_db_func(.clk(clk), .button(pause), .bounce_state(pause_db));
wire [5:0] minutes;
wire [5:0] seconds;
sel_adj adjust(.sel(sel_db), .adj(adj_db), .clk(clk), .onehz_clk(onehz_clk), .twohz_clk(twohz_clk), .pause(pause_db), .rst(rst_db),
.new_minutes(minutes), .new_seconds(seconds));
display seven_seg_disp(.min(minutes), .sec(seconds), .fast_clk(fast_clk), .blink_clk(blink_clk), .sel(sel_db), .adj(adj_db), .anode_vec(anode_vec), .cathode_vec(cathode_vec));
endmodule
```

==> Slide: Implementation Results <==
Key Metrics from the Run

Run status
  • Status: complete, no violations

Final timing
  • Register pins left without a clock: 26
  • Final setup vio count: 0
  • Slew Limit Fails: 0
  • Worst-Margin Slew: a little under 0.9 ns
  • Setup TNS: 0 ns
  • RSZ-0062 raised after global routing: false
  • Tcrit/Tclk final: 65.0%
  • Fmax: about 470 MHz
  • Hold Vio Cnt, Final: 0
  • Worst-case clock skew: between 0.01 and 0.015 ns
  • Worst slew margin: between 40% and 50%
  • Endpoints left unconstrained: 34
  • Final min period: 2.14 ns

Synth
  • Ao+oa area frac: 5.10%
  • Top cells by count: dfrtp_1, nor2_1, nand3_1
  • Yosys reg bits: 196
  • Post-synthesis mux area share: 0.387%
  • Dominant flop cell: dfrtp_1
  • And+or+nand+nor area frac: about a quarter
  • Yosys warns: 5
  • Post-synth seq share: between 50% and 60%
  • Top logic family: simple AND/OR/NAND/NOR gates
  • XOR Share, Synth: 11.5%
  • Ys cells: roughly 810
  • Cell type with the largest total area: dfrtp_1
  • Mean Syn Cell Area: between 10 and 15 um2
  • Number of enable flip-flop cells: 0
  • Netlist cell types: roughly 55
  • Adder Share, Synth: under 10%
  • Cell Area, Synth: 8410 um2
  • Top cells by area: dfrtp_1, dfxtp_1, xnor2_1, xor2_1, nand3_1
  • Async S/R FF share, synth: 67.3%
  • Yosys Chip Area: ~8400 um2
  • Dominant cell area share: a little under 40%
  • Synth top cell by count: dfrtp_1
  • Gate Count Post-Synth: 814

Critical path
  • Reg2Reg Depth: 5
  • WS Path Type: flip-flop to flip-flop
  • Data arrival time of the critical path: 2.42 ns
  • Bufs and invs on worst path: 0
  • Critical path, cell by cell: or4_1 > nor3_1 > nand3_1 > nor2_1 > xor2_1
  • Max incr delay on CP: about 0.67 ns
  • Crit. Startpoint: clk_div.blinkhz_count[7]
  • CP Capture Type: flip-flop
  • CP required: ~3.6 ns
  • Total number of cells along the worst setup path: 5
  • FF-to-FF End: clk_div.blink_clk_temp
  • Top Family by Delay on Critical Path: simple AND/OR/NAND/NOR gates
  • Worst reg-to-reg setup slack: ~1.2 ns
  • Startpoint types: flip-flop
  • Crit Path Max Fanout: 12
  • Critical path's slowest cell: nor2_1
  • Worst reg2reg startpoint: clk_div.blinkhz_count[7]

Clock tree
  • Post-cts hold buffer count: 0
  • Clock buffer depth: 2
  • Post-CTS setup buffer count: 0
  • Worst-path clk slew: 0.07 ns
  • Root Buffer: clkbuf_16
  • CTS buffer count: 17
  • # H-tree levels: 4
  • TritonCTS clock tree: built
  • Clk ins delay skew pair: 0.42 ns
  • Resize count post-CTS: 0

Die
  • Boundary pin count: 16
  • Fp_density: between 40% and 50%
  • Die ar.: between 20000 and 25000 um2
  • Core Region: between 20000 and 25000 um2
  • Die Width: 147 um
  • Placement Rows: roughly 52
  • Die Ht: approximately 150 um

GRT
  • GRT Total Usage: between 10 and 15%
  • First-pass GRT wire length: ~26000 um
  • Largest net degree at the start of global routing: 135
  • Vias in the first global route: 5322
  • Total grt overflow: 0
  • Initial antenna violation count: 0

Hold path
  • Hold Path Sink: rst_db_func.debounced[6]
  • Worst Hold Depth: 0
  • Worst hold-check path type: flip-flop to flip-flop
  • Min-delay src: rst_db_func.debounced[5]

Route
  • Antenna cells: 0
  • 1st-iter DRT viols: ~270
  • Routed WL: around 14000 um
  • DR vias/cell: slightly above 5
  • Number of remaining DRC errors: 0
  • Via Count: ~5600
  • Routed Antenna Nets: 0
  • First drt pass iteration count: 4
  • DR WL/cell: approximately 13 um

Final layout
  • Register Area: 4580 um2
  • Comb gate area: 3630 um2
  • Layout cells sized above 1: about 6.0%
  • Layout fillers: between 1500 and 2000
  • Synth-to-Final Area Change: 11.7%

Power
  • Leak Pwr: 0.00394 uW
  • Peak VDD IR: roughly 320 uV
  • Post-layout total power: around 4100 uW
  • Cell area power density: 436 nW/um2

Place
  • DP HPWL: between 9000 and 10000 um
  • PortBufs: 12
  • Gp weighted congestion: roughly 0.81

Run
  • Max-Cap Viols: 0
  • Tool warnings: 32
power by group:
part           switching, uW  leakage, uW  internal, uW
Combinational           9.19      0.00136          8.28
Clock                    945     0.000295          1030
Sequential              14.0      0.00229          2100
Total                    968      0.00394          3130
worst reg2reg max path, cell delays in order (launching register included):
cell,delay (ns)
dfrtp_1,0.41
or4_1,0.55
nor3_1,0.15
nand3_1,0.09
nor2_1,0.67
xor2_1,0.13
through the flow:
stage	std cells	hold slack [ns]	utilization, %	cell area (um2)	setup slack (ns)
5_1_grt	1110	0.363	46.0	9390	0.938
3_3_place_gp	1078	0.346	43.0	8790	1.17
2_1_floorplan	815	0.331	-	8410	0.0298
4_1_cts	1110	0.353	46.0	9390	1.16
6_report	1110	0.355	46.0	9390	1.16
3_5_place_dp	1078	0.343	43.0	8790	1.16
worst max path at each step:
stage                        end  slack, ns
4_1_cts   clk_div.blink_clk_temp       1.16
5_1_grt   clk_div.blink_clk_temp       0.94
6_report  clk_div.blink_clk_temp       1.16
cell usage in the layout (no fill, tap or decap), types with 2 or more instances in the layout:
master,Yosys,layout
dfrtp_1,132,132
nor2_1,76,76
nand3_1,66,66
xnor2_1,65,65
dfxtp_1,64,64
nand2_1,57,57
xor2_1,44,44
nand4_1,33,33
o21ai_0,26,26
nor4_1,25,25
inv_1,23,22
and3_1,21,21
a21oi_1,20,20
nor2b_1,17,17
nor3_1,17,17
clkbuf_16,0,17
and4_1,13,13
ha_1,13,13
or3_1,12,12
clkdlybuf4s50_1,0,12
and2_1,8,8
inv_8,0,6
a31oi_1,5,5
or4_1,5,5
nor4b_1,5,5
o21a_1,5,5
nand2b_1,4,4
clkinv_8,0,4
o211ai_1,3,3
conb_1,2,3
nand4b_1,2,2
mux2_2,2,2
or2_2,2,2
nand4_2,2,2
a22o_1,2,2
nor4_2,2,2
clkinv_4,0,2
inv_6,0,2
buf_4,6,2
metal layers:
layer,GRT usage (%),vias to the layer above,share of wire [%]
met3,2.57,5,3.3
met4,1.19,0,0.55
met1,25.2,2678,53
li1,-,2871,-
met2,21.2,78,43
met5,0,-,0
sequential cells by signal, summed over array words and instances (netlist names), 2 cells and up:
| name | cells |
|---|---|
| seven_seg_disp.anode_vec_temp | 4 |
| pause_db_func.debounced | 8 |
| rst_db_func.debounced | 8 |
| adj_db_func.debounced | 8 |
| adjust.min_counter.next | 6 |
| seven_seg_disp.mask | 4 |
| seven_seg_disp.switch_signal | 2 |
| seven_seg_disp.highlow | 2 |
| clk_div.twohz_count | 32 |
| adjust.sec_counter.next | 6 |
| clk_div.onehz_count | 32 |
| sel_db_func.debounced | 8 |
| clk_div.fasthz_count | 32 |
| clk_div.blinkhz_count | 32 |
layout make-up:
class	instances	area share, %
Tap cell	270	3.60
Clock buffer	17	4.53
Multi-Input combinational cell	574	38.6
Timing Repair Buffer	15	1.65
Inverter	23	0.959
Clock inverter	15	1.85
Sequential cell	196	48.8
cell families (layout without fill, tap and decap cells):
kind of cell	count (synthesis)	after routing
buffers and inverters	45	70
multiplexers	3	3
flip-flops	196	196
other	2	3
AND-OR/OR-AND	72	72
XOR/XNOR	110	110
AND/OR/NAND/NOR	373	373
adder cells (fa/ha/maj)	13	13
Power figures rest on the tool's default switching activity, not on a simulated workload.
